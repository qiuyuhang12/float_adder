==> flow/design.v <==
module Add #(parameter N = 32)
            (input [N-1:0] a,
             input [N-1:0] b,
             output [N-1:0] sum);
    time clk = 0;
    wire [N-1:0] g;
    wire [N-1:0] p;
    wire [N-1:0] c;
    genvar i;
    genvar j;
    assign g = a & b;
    assign p = a ^ b;
    assign c[0] = 1'b0;
    generate
    for (j = 0; j < 2; j = j + 1) begin
        for (i = 1; i < 16*(j+1); i = i + 4) begin
            assign c[i]      = g[i-1] | (p[i-1] & c[i-1]);
            assign c[i+1]    = (g[i] | p[i]) & (g[i] | g[i-1] |p[i-1]) & (g[i] | g[i-1] |c[i-1]);
            assign c[i+2]    = (g[i+1] | p[i+1]) & (g[i+1] | g[i] | p[i]) & (g[i+1] | g[i] | g[i-1] | p[i-1]) & (g[i+1] | g[i] | g[i-1] | c[i-1]);
            if (i+3 < 32)
                assign c[i+3] = (g[i+2] | p[i+2]) & (g[i+2] | g[i+1] | p[i+1]) & (g[i+2] | g[i+1] | g[i] | p[i]) & (g[i+2] | g[i+1] | g[i] | g[i-1] | p[i-1]) & (g[i+2] | g[i+1] | g[i] | g[i-1] | c[i-1]);
                end
                end
                endgenerate
                assign sum = a ^ b ^ c;
                endmodule
==> flow/run.sh <==
#!/bin/bash
# OpenROAD 26Q1-2900-gdf79404cd8, Yosys 0.63+post, stock flow scripts
make -C /OpenROAD-flow-scripts/flow DESIGN_CONFIG=/design/flow/config.mk WORK_HOME=/design/flow/orfs finish
==> flow/config.mk <==
export PLATFORM = sky130hd
export DESIGN_NAME = Add
export DESIGN_NICKNAME = Add
export VERILOG_FILES = /design/flow/design.v
export SDC_FILE = /design/flow/constraint.sdc
export NUM_CORES = 4
export LEC_CHECK = 1
export CORE_AREA = 10 10 101 101
export DIE_AREA = 0 0 111 111
export SYNTH_HDL_FRONTEND = slang
==> flow/constraint.sdc <==
current_design Add

set clk_period 8.1
set clk_io_pct 0.2

create_clock -name clk0 -period $clk_period

set non_clock_inputs [all_inputs -no_clocks]
set_input_delay [expr $clk_period * $clk_io_pct] -clock clk0 $non_clock_inputs
set_output_delay [expr $clk_period * $clk_io_pct] -clock clk0 [all_outputs]
==> results.ini <==
[outcome]
outcome=finished, final reports clean

[die]
die_w_um=111
rows=33
die_area_um2=12300
die_y_um=111
core_util_floorplan=0.241
ioPinCount=96
core_area_um2=8130

[detailed_routing]
remaining_drc_errors=0
n_antenna_cell=0
wirelength_mm=5.38
avgViaCountPerCell=4.30
postRouteAntennaNets=0
num_vias=1939
first_iter_violations=24
firstDrtPassIters=4
wl_per_cell_um=11.9

[sta]
hold_viol=0
min_period_ns=6.25
fmax_mhz=160
fin_crit_sh=0.772
maxSlewViolCount=0
fin_ws_ns=1.85
grt_setup_unrepaired=false
setup_tns_ns=0
setup_viol=0
worst_pin_slew_ns=0.413
relSlewSlack=0.722

[critical_path]
critPathLaunchType=primary input
worstPathRequired_ns=6.48
crit_path_end_kind=output port
crit_type=in -> out
cp_max_fo=4
crit_arrival_ns=4.63

[logic_synthesis]
synth_stat.cells=250
synth_seq_share=0
syn_inst=250
yosysWarnings=15
synth_area_per_cell_um2=7.83
yosys.stat.chipArea_um2=1960
synth_area_um2=1960
synthDistinctLibCells=47

[placed_design]
gp_congestion=0.760
port_buffers=96
hpwl_mm=5.06
place_ws_ns=1.80

[clock_network]
cts_setup_buffers=0
hold_buffers=0
cts_resized=0

[run]
cap_violations=0
tool_warnings=55

[finish]
most-common-layout-cells=clkdlybuf4s50_1 (96), ha_1 (54), inv_1 (51)
fillers=835
nClkBuffers=0
final_common_cell=clkdlybuf4s50_1
fin_util=0.375
drive_above_1_share=0.0405
seq_area_um2=0
syn_to_final_growth_pct=55.8
nFlopsAndLatches=0

[grt]
grt_pass1_wl_mm=9.10
grt_max_degree=6
grt_pass1_vias=2031
overflow=0
track_usage=0.0839
antenna_found_initial=0

[pwr]
switching_share=0.370
power.density_nw_per_um2=72.0
p_seq_frac=0
ir_drop_v=0.0000287
comb_power_share=1.000
clkPwrFrac=0
p_leak_nw=1.46
p_sw_w=0.0000812
internal_power_w=0.000138

[min_path]
hold_path.class=in -> out

## final cells by class
class,instances,area (µm²),share of cell area
multi-input cells,199,1770,0.579
well taps,105,131,0.0431
inverters,51,191,0.0628
repair buffers,96,961,0.315
## routing by layer
metal / wire length (µm) / vias up / track usage
li1: - / 1047 / -
met1: 2510 / 839 / 0.108
met2: 2550 / 51 / 0.147
met3: 307 / 2 / 0.0175
met4: 16 / 0 / 0.00260
met5: 0 / - / 0
## through the flow
stage / total power (W) / hold slack, ns / instances / area [µm²]
after floorplan: 0.0000945 / 3.31 / 250 / 1960
after global placement: 0.000224 / 4.27 / 451 / 3050
after detailed placement: 0.000224 / 4.28 / 451 / 3050
after CTS: 0.000227 / 4.28 / 451 / 3050
after global routing: 0.000248 / 4.31 / 451 / 3050
final: 0.000220 / 4.26 / 451 / 3050
## Yosys cell counts (all sizes together)
master | number | area, µm²
a311oi | 1 | 15.0
and3 | 1 | 6.26
nor4 | 5 | 43.8
and2 | 3 | 18.8
and2b | 1 | 7.51
a221o | 1 | 10.0
a21oi | 8 | 40.0
o2111ai | 2 | 17.5
o22ai | 1 | 6.26
a211oi | 6 | 60.1
o21ai | 8 | 40.0
o31ai | 3 | 32.5
a221oi | 1 | 15.0
a31o | 1 | 8.76
a2111oi | 1 | 15.0
nand2b | 4 | 25.0
o21ba | 1 | 10.0
nand3b | 1 | 7.51
and4b | 3 | 30.0
fa | 6 | 120
nand2 | 1 | 3.75
nor2b | 2 | 12.5
o211a | 1 | 10.0
o221ai | 1 | 8.76
xnor2 | 6 | 52.6
or2 | 1 | 6.26
inv | 51 | 191
and4bb | 1 | 12.5
a31oi | 2 | 12.5
o311a | 1 | 10.0
nand3 | 2 | 10.0
o21a | 4 | 30.0
ha | 54 | 676
nor2 | 27 | 101
a21boi | 1 | 7.51
a311o | 1 | 10.0
nor3b | 3 | 22.5
o41a | 1 | 11.3
nor3 | 11 | 60.1
a21o | 3 | 22.5
xor2 | 17 | 149
a22oi | 1 | 7.51
## cell families (layout without fill, tap and decap cells)
group	after synthesis	after routing	share of synthesized area
AND/OR/NAND/NOR	66	66	0.188
AND-OR/OR-AND	50	50	0.205
buffers and inverters	51	147	0.0978
adder cells (fa/ha/maj)	60	60	0.407
XOR/XNOR	23	23	0.103
## critical path, cell delays in order
cell and delay (ns):
clkdlybuf4s50_1 0.48, inv_1 0.05, ha_1 0.35, a2111oi_2 0.36, nor3_1 0.10, a211oi_2 0.32
nor3_1 0.13, nand3b_1 0.14, nand2b_1 0.08, fa_1 0.37, xor2_1 0.14, clkdlybuf4s50_1 0.48
## power by group through the flow
stage | clock (W) | sequential, W | combinational [W]
5_1_grt | 0 | 0 | 0.000248
4_1_cts | 0 | 0 | 0.000227
6_report | 0 | 0 | 0.000220
## path summary, 6_finish.rpt
kind,from,end,slack (ns),depth (start not counted)
max,a[9],sum[25],1.85,12
min,b[0],sum[0],4.26,3
Power figures rest on the tool's default switching activity, not on a simulated workload.
